--- ./run.sh ---
#!/bin/bash
# OpenROAD 26Q1-2900-gdf79404cd8, Yosys 0.63+post, stock flow scripts
make -C /OpenROAD-flow-scripts/flow DESIGN_CONFIG=/design/flow/config.mk WORK_HOME=/design/flow/orfs finish
--- ./config.mk ---
export PLATFORM = sky130hd
export DESIGN_NAME = floating_multiplier
export DESIGN_NICKNAME = floating_multiplier
export VERILOG_FILES = /design/flow/design.v
export SDC_FILE = /design/flow/constraint.sdc
export NUM_CORES = 4
export LEC_CHECK = 1
export CORE_UTILIZATION = 40
--- ./constraint.sdc ---
current_design floating_multiplier

set clk_period 31.0
set clk_io_pct 0.2

create_clock -name clk0 -period $clk_period

set non_clock_inputs [all_inputs -no_clocks]
set_input_delay [expr $clk_period * $clk_io_pct] -clock clk0 $non_clock_inputs
set_output_delay [expr $clk_period * $clk_io_pct] -clock clk0 [all_outputs]
--- ./design.v ---
module floating_multiplier(num1,num2,product);
input [31:0] num1,num2;
output [31:0] product;
wire [7:0] num1_exponent,num2_exponent,exponent,product_exponent ;
wire [22:0] num1_mantissa,num2_mantissa,product_mantissa ;
wire num1_sign,num2_sign,product_sign ;
wire [47:0] prod_mantissa;
wire [7:0] prod_exponent;
assign num1_exponent = num1[30:23];
assign num1_mantissa = num1[22:0];
assign num1_sign = num1[31];
assign num2_exponent = num2[30:23];
assign num2_mantissa = num2[22:0];
assign num2_sign = num2[31];
assign product_sign = num1_sign ^ num2_sign;
assign exponent = num1_exponent + num2_exponent;
assign prod_exponent = exponent - 8'd127;
assign prod_mantissa = {1'b1, num1_mantissa} * {1'b1, num2_mantissa};
assign product_mantissa = prod_mantissa[47] ? prod_mantissa[46:24] + prod_mantissa[23] : prod_mantissa[45:23] + prod_mantissa[22];
assign product_exponent = prod_mantissa[47] ? prod_exponent + 8'd1 : prod_exponent;
assign product = {product_sign, product_exponent, product_mantissa};
initial begin
     $monitor("%b",prod_mantissa);
end
endmodule
==> results.py <==
# Flow results
metrics = {
    "sta": {
        "rsz0062_at_grt": "false",
        "period_minus_slack_ps": 22060,
        "report.final.slew_viol_count": 0,
        "worst_pin_slew_ps": 939,
        "hold_viol": 0,
        "max-slew-margin-rel_pct": 37.0,
        "fin_tns_setup_ps": 0,
        "setup_violations": 0,
        "fmax_mhz": 45.3,
        "finalCritPeriodShare_pct": 71.2,
    },
    "logic_synthesis": {
        "synth.cell_area_mm2": 0.0206,
        "syn_inst": 2441,
        "top_area_share_pct": 46.8,
        "ys_top_cells_by_count": "inv_1 (593), fa_1 (482), nand2_1 (332), and2_1 (248), ha_1 (187)",
        "ys_top_cells_by_area": "fa_1 (47%), ha_1 (11%), inv_1 (11%)",
        "yosysMostFrequentCell": "inv_1",
        "syn_area_per_cell_um2": 8.45,
        "synth_cell_types": 70,
        "ys_area_mm2": 0.0206,
        "yosysSeqAreaShare_pct": 0,
        "top_area_cell": "fa_1",
        "yosysCellCount": 2441,
        "yosysWarnings": 2,
    },
    "run": {
        "maxCapViolCount": 0,
        "tool_warnings": 33,
    },
    "cells_and_area": {
        "seq_cell_count": 0,
        "regArea_um2": 0,
        "nClkBuffers": 0,
        "drive_gt1_share_pct": 2.79,
        "synthToLayoutAreaGrowth_pct": 8.32,
        "final_util_pct": 44.3,
        "fill_cells": 4828,
    },
    "global_route": {
        "grtUsageTotal_pct": 25.1,
        "antenna_found_initial": 1,
        "grt_pass1_vias": 17638,
        "grt_pass1_wl_um": 96600,
        "grt_max_degree": 29,
        "grt_overflow": 0,
    },
    "floorplan": {
        "die_h_um": 229,
        "io_pins": 96,
        "fp_util_pct": 40.9,
        "num_rows": 82,
        "die_width_um": 229,
        "dieArea_mm2": 0.0525,
        "core_mm2": 0.0505,
    },
    "detailed_routing": {
        "antenna_left": 0,
        "dr.pass1.iters": 5,
        "antenna_cells": 0,
        "routedWlPerCell_um": 18.3,
        "vias": 15863,
        "drc_errors": 0,
        "vias_per_cell": 5.05,
        "totalWireLength_um": 57600,
        "drtIter0Drc": 650,
    },
    "min_path": {
        "hp-class": "input pin to primary output",
        "min-delay-start": "num1[31]",
    },
    "clock_tree": {
        "cts_hold_buf": 0,
        "postCtsSetupBuffers": 0,
        "ctsResizeCount": 0,
    },
    "setup_path": {
        "startpoint": "num2[2]",
        "worstPathRequired_ps": 24800,
        "worstPathMaxFanout": 17,
        "startpoint_type": "input pin",
        "endpoint_kind": "primary output",
        "worstSetupPathType": "input pin to primary output",
        "arrival_ps": 15860,
    },
    "placement": {
        "place_congestion": 0.959,
        "dp_hpwl_um": 45200,
        "port_buffers": 96,
    },
    "status": {
        "status": "complete, no violations",
    },
}
## per-layer routing
| metal | vias up | wire length [um] | GRT usage, % |
|---|---|---|---|
| met1 | 7699 | 23200 | 34.6 |
| met5 | - | 0 | 0.460 |
| met2 | 720 | 26400 | 38.0 |
| met3 | 70 | 6750 | 11.3 |
| li1 | 7374 | - | - |
| met4 | 0 | 1280 | 4.50 |
## worst max-delay path, stage by stage
cell             delay, ps
clkdlybuf4s50_1        870
and2_1                 410
fa_1                   460
fa_1                   560
inv_1                   60
fa_1                   460
fa_1                   550
inv_1                   60
fa_1                   540
fa_1                   530
inv_1                   50
fa_1                   480
inv_1                   70
ha_1                   350
nand2_1                 70
o21ai_0                420
a21o_1                 240
mux2_2                 340
a211oi_1               740
and2_1                 310
nand3_1                310
or4_4                  630
nor4_1                 370
xnor2_1                100
mux2i_1                180
clkdlybuf4s50_1        490
## cell type report
type                            instances  area [um2]  share of cell area, %
Inverter                              594        2230                   9.98
Multi-Input combinational cell       1732       18000                   80.4
Timing Repair Buffer                  143        1310                   5.88
Tap cell                              672         841                   3.76
## worst paths after layout
| check | endpoint | slack [ps] | cells after the start |
|---|---|---|---|
| worst max-delay path | product[19] | 8940 | 26 |
| worst min-delay path | product[31] | 13320 | 3 |
## cells by family after synthesis
| logic type | Yosys count | share of synthesized area, % |
|---|---|---|
| and+or+nand+nor | 781 | 18.9 |
| buffers and inverters | 709 | 12.9 |
| adders and majority gates | 669 | 58.1 |
| AOI/OAI and AO/OA | 202 | 6.53 |
| xor gates and xnor gates | 64 | 2.72 |
| muxes | 16 | 0.807 |
## cells in the final DEF, fill, tap and decap left out, types with 10 or more instances in the layout
cell	instances
and2_1	248
inv_1	593
mux2i_1	11
a211oi_1	11
nor3_1	28
fa_1	482
buf_4	47
and4_1	11
ha_1	187
nand3_1	23
nor4_1	10
a21o_1	14
o21ai_0	36
nor2_1	75
o211ai_1	15
a21oi_1	62
xnor2_1	41
clkdlybuf4s50_1	96
xor2_1	23
nand4_1	14
nand2_1	332
## per-stage QoR
stage,setup WS (ps),instances,instance area [um2],hold WS [ps]
final,8940,3141,22300,13320
after global routing,8270,3141,22300,13360
after CTS,8940,3141,22300,13330
after detailed placement,8980,3141,22300,13320
after global placement,9040,3141,22300,13330
after floorplan,11130,2441,20600,12550
